===== flow/config.mk =====
export PLATFORM = sky130hd
export DESIGN_NAME = alu
export DESIGN_NICKNAME = alu
export VERILOG_FILES = /design/flow/design.v
export SDC_FILE = /design/flow/constraint.sdc
export NUM_CORES = 4
export LEC_CHECK = 1
export CORE_UTILIZATION = 50

===== flow/constraint.sdc =====
current_design alu

set clk_period 17.4
set clk_io_pct 0.2

create_clock -name clk0 -period $clk_period

set non_clock_inputs [all_inputs -no_clocks]
set_input_delay [expr $clk_period * $clk_io_pct] -clock clk0 $non_clock_inputs
set_output_delay [expr $clk_period * $clk_io_pct] -clock clk0 [all_outputs]

===== flow/design.v =====
module alu #()(
    input [31:0] alu_src_a,
    input [31:0] alu_src_b,
    input [3:0] alu_sel,
    output reg [31:0] alu_out
);
    always @ (*) begin
        case(alu_sel)
            0: alu_out = $signed(alu_src_a) + $signed(alu_src_b); 
            1: alu_out = $signed(alu_src_a) - $signed(alu_src_b); 
            2: alu_out = alu_src_a << alu_src_b[4:0]; 
            3: alu_out = ($signed(alu_src_a) < $signed(alu_src_b))? {{31{1'b0}}, 1'b1} : {32{1'b0}}; 
            4: alu_out = (alu_src_a < alu_src_b)? {{31{1'b0}}, 1'b1} : {32{1'b0}}; 
            5: alu_out = alu_src_a ^ alu_src_b; 
            6: alu_out = alu_src_a >> alu_src_b[4:0]; 
            7: alu_out = $signed(alu_src_a) >>> alu_src_b[4:0];
            8: alu_out = alu_src_a | alu_src_b; 
            9: alu_out = alu_src_a & alu_src_b; 
            10: alu_out = alu_src_b; 
            11: alu_out = ($signed(alu_src_a) + $signed(alu_src_b)) & 32'hfffffffe;  
            default: alu_out = 32'b0;
        endcase
    end 
endmodule

===== flow/run.sh =====
#!/bin/bash
# OpenROAD 26Q1-2900-gdf79404cd8, Yosys 0.63+post, stock flow scripts
make -C /OpenROAD-flow-scripts/flow DESIGN_CONFIG=/design/flow/config.mk WORK_HOME=/design/flow/orfs finish

==> report_table.html <==
<h2>Synthesis and place &amp; route</h2>
<table>
<tr><th>Metric</th><th>Value</th></tr>
<tr><th colspan="2">Outcome</th></tr>
<tr><td>Status</td><td>complete, no violations</td></tr>
<tr><th colspan="2">Route</th></tr>
<tr><td>Average via count per standard cell</td><td>7.05</td></tr>
<tr><td>Vias post-DR</td><td>10600</td></tr>
<tr><td>Number of iterations in the first detailed-routing pass</td><td>6</td></tr>
<tr><td>Remaining DRCs</td><td>0</td></tr>
<tr><td>Detailed Route Iter0 Violations</td><td>1501</td></tr>
<tr><td>Sum of routed wire length over all layers</td><td>38.2 mm</td></tr>
<tr><td>Final antenna diode count</td><td>0</td></tr>
<tr><td>ANT nets after route</td><td>0</td></tr>
<tr><td>Routed wire per std cell</td><td>25.3 µm</td></tr>
<tr><th colspan="2">Die</th></tr>
<tr><td>Die Wd</td><td>133 µm</td></tr>
<tr><td>Share of the core filled by cells before placement</td><td>51.3%</td></tr>
<tr><td>Placeable core region</td><td>0.0166 mm²</td></tr>
<tr><td>Vertical extent of the die</td><td>133 µm</td></tr>
<tr><td>Die Footprint</td><td>0.0176 mm²</td></tr>
<tr><td>Site Rows</td><td>47</td></tr>
<tr><td>Top-Level Pins</td><td>100</td></tr>
<tr><th colspan="2">Pwr</th></tr>
<tr><td>Clock network fraction of design power</td><td>0%</td></tr>
<tr><td>Power density over the cells</td><td>33.9 mW/mm²</td></tr>
<tr><td>Worst voltage drop across the vdd grid</td><td>0.0000233 V</td></tr>
<tr><td>Share of power burned in combinational logic</td><td>100.0%</td></tr>
<tr><td>Total internal power</td><td>0.130 mW</td></tr>
<tr><td>Static Leak</td><td>3.97 nW</td></tr>
<tr><td>Final Total Pwr</td><td>0.324 mW</td></tr>
<tr><td>Psw</td><td>0.194 mW</td></tr>
<tr><td>Share of total power in sequential cells</td><td>0%</td></tr>
<tr><td>Net switching fraction of the power</td><td>59.9%</td></tr>
<tr><th colspan="2">Setup path</th></tr>
<tr><td>Kind of end point of the critical path</td><td>output pin</td></tr>
<tr><td>Data arrival time at the worst-slack endpoint</td><td>8.28 ns</td></tr>
<tr><td>WP data required</td><td>13.92 ns</td></tr>
<tr><td>Launching instance or port of the critical path</td><td>alu_src_b[4]</td></tr>
<tr><td>CP Max Fanout</td><td>33</td></tr>
<tr><td>Category of the worst setup path launch point</td><td>primary input</td></tr>
<tr><td>Kind of critical path</td><td>primary input to output pin</td></tr>
<tr><td>Critical path capture point</td><td>alu_out[25]</td></tr>
<tr><th colspan="2">Synthesis</th></tr>
<tr><td>Share of synthesized area occupied by flip-flops and latches</td><td>0%</td></tr>
<tr><td>Post-synth cell types</td><td>85</td></tr>
<tr><td>Yosys Warn Count</td><td>1</td></tr>
<tr><td>Mapped cell area</td><td>0.00853 mm²</td></tr>
<tr><td>Chip area from the yosys synthesis statistics</td><td>0.00853 mm²</td></tr>
<tr><td>Post-Synthesis Cells</td><td>1271</td></tr>
<tr><td># Cells Yosys</td><td>1271</td></tr>
<tr><td>Average size of a mapped cell</td><td>6.71 µm²</td></tr>
<tr><th colspan="2">Clock network</th></tr>
<tr><td>Number of buffers inserted for hold repair after clock tree synthesis</td><td>0</td></tr>
<tr><td>Post-CTS Repair Setup Buffers</td><td>0</td></tr>
<tr><td>Post-cts repair resize count</td><td>0</td></tr>
<tr><th colspan="2">STA</th></tr>
<tr><td>Max Slew Vio Count</td><td>0</td></tr>
<tr><td>Hold Fails Final Rpt</td><td>0</td></tr>
<tr><td>Transition time at the pin with the least slew margin</td><td>0.912 ns</td></tr>
<tr><td>Tmin final</td><td>11.76 ns</td></tr>
<tr><td>Hold Worst Slack</td><td>8.14 ns</td></tr>
<tr><td>Max_slew headroom</td><td>38.9%</td></tr>
<tr><td>Total negative slack for setup checks</td><td>0 ns</td></tr>
<tr><td>Fmax</td><td>85.1 MHz</td></tr>
<tr><td>Unrepaired setup endpoints after global routing</td><td>false</td></tr>
<tr><td>Final tally of setup violations</td><td>0</td></tr>
<tr><td>Final cycle utilization of the critical path</td><td>67.6%</td></tr>
<tr><th colspan="2">Final layout</th></tr>
<tr><td>Flop Count</td><td>0</td></tr>
<tr><td>Fillers</td><td>1631</td></tr>
<tr><td>Clkbuf count</td><td>0</td></tr>
<tr><td>Register area</td><td>0 µm²</td></tr>
<tr><td>Number of standard cells in the final layout excluding fillers</td><td>1509</td></tr>
<tr><td>Layout Area Growth over Synthesis</td><td>11.9%</td></tr>
<tr><td>Fraction of layout cells with a size suffix above 1</td><td>6.90%</td></tr>
<tr><td>Multi-input gate area in the final layout</td><td>0.00777 mm²</td></tr>
<tr><th colspan="2">Placed design</th></tr>
<tr><td>Final GP Congestion</td><td>1.06</td></tr>
<tr><td>HPWL after DPL</td><td>29.3 mm</td></tr>
<tr><td>Number of buffer cells added on primary ports</td><td>100</td></tr>
<tr><td>Placed Cells</td><td>1509</td></tr>
<tr><th colspan="2">GRT</th></tr>
<tr><td>Total congestion overflow</td><td>0</td></tr>
<tr><td>Total global-route track usage</td><td>43.5%</td></tr>
<tr><td>Number of antenna violations at the first check in global routing</td><td>2</td></tr>
<tr><td>Number of global-route vias before repair</td><td>9703</td></tr>
<tr><td>Maximum number of pins on one net before global-route repair</td><td>68</td></tr>
<tr><td>Global-route wire length before repair</td><td>57.6 mm</td></tr>
<tr><th colspan="2">Min path</th></tr>
<tr><td>Kind of path behind the tightest hold check</td><td>primary input to output pin</td></tr>
<tr><th colspan="2">Flow run</th></tr>
<tr><td>Tool warning count</td><td>99</td></tr>
<tr><td>Max-cap violations</td><td>0</td></tr>
</table>
power by group through the flow:
stage                 clock network, mW  registers [mW]  logic, mW
after CTS                             0               0      0.313
after global routing                  0               0      0.346
final                                 0               0      0.324
cells by family after synthesis:
kind of cell | count (synthesis) | share of synthesized area (%)
AOI/OAI and AO/OA | 486 | 38.9
and+or+nand+nor | 379 | 20.1
buffers and inverters | 197 | 9.03
muxes | 105 | 16.7
adders and majority gates | 100 | 14.8
xor gates and xnor gates | 4 | 0.411
worst min path at each step:
stage,cells after the start,start,slack (ns),endpoint
4_1_cts,4,alu_src_b[16],8.13,alu_out[16]
5_1_grt,4,alu_src_b[16],8.18,alu_out[16]
6_report,4,alu_src_b[16],8.14,alu_out[16]
layout by cell type (no fill, tap or decap), types with 15 or more instances in the layout:
cell	netlist	layout
o21ai_0	95	95
clkdlybuf4s50_1	0	96
mux4_2	29	29
inv_1	90	88
mux2i_1	69	69
nor3_1	32	32
o22ai_1	21	21
a221oi_1	22	22
nand3_1	21	21
buf_4	2	23
o211ai_1	28	28
o21bai_1	25	25
nor2_1	163	160
a21oi_1	119	118
nand2_1	87	87
a221o_1	15	15
ha_1	98	98
a222oi_1	16	16
o221ai_1	23	23
final cells by class:
cell class	count	share of cell area [%]
multi-input combinational	1074	81.4
timing repair buffer	122	12.0
inverter	93	3.66
tap	220	2.88
synth_stat cells, drive strengths merged (22+ instances only):
cell | instances | area (µm²)
mux2i | 69 | 691
o211ai | 28 | 210
nand2 | 87 | 327
nor3 | 33 | 170
buf | 37 | 166
clkbuf | 67 | 255
o21ai | 103 | 527
a21oi | 123 | 631
ha | 98 | 1230
nor2 | 163 | 612
o21bai | 25 | 188
a221oi | 22 | 193
inv | 92 | 345
o221ai | 23 | 201
mux4 | 29 | 653
per-layer routing:
layer / GRT usage, % / vias to the layer above / share of wire, %
li1: - / 4831 / -
met1: 62.3 / 4898 / 40
met2: 62.5 / 804 / 42
met3: 13.4 / 105 / 14
met4: 14.4 / 2 / 3.7
met5: 0 / - / 0.034
critical path: stages:
cell             delay (ns)
clkdlybuf4s50_1        0.46
buf_4                  0.34
clkinv_1               0.51
ha_1                   0.63
o211ai_1               0.15
a21oi_1                0.19
or3b_4                 0.41
a21oi_2                0.20
o21ai_2                0.11
o31ai_1                0.22
a21oi_1                0.14
nor4_1                 0.43
mux2_2                 0.38
o21ai_0                0.14
clkdlybuf4s50_1        0.48
per-stage QoR:
stage / worst slack, ns / instance area [µm²] / utilization (%)
2_1_floorplan: 6.92 / 8530 / -
3_3_place_gp: 5.84 / 9550 / 57.4
3_5_place_dp: 5.83 / 9550 / 57.4
4_1_cts: 5.76 / 9550 / 57.4
5_1_grt: 5.46 / 9550 / 57.4
6_report: 5.64 / 9550 / 57.4
No activity file was given, so power comes from the tool's default toggle rates.
