File: design/flow/design.v
module decoder #()(
    input [31:0] inst,
    input [2:0] imm_sel,
    output reg [6:0] opcode,
    output reg [4:0] rd,
    output reg [4:0] rs1,
    output reg [4:0] rs2,
    output reg [2:0] funct3,
    output reg [6:0] funct7,
    output reg [4:0] shamt,
    output [31:0] imm
);
    always @ (*) begin
        opcode = inst[6:0];
        rd = inst[11:7];
        rs1 = inst[19:15];
        rs2 = inst[24:20];
        funct3 = inst[14:12];
        funct7 = inst[31:25];
        shamt = inst[24:20];
    end
    immediate_generator imm_gen (
        .inst(inst),
        .imm_sel(imm_sel),
        .imm(imm)
    );
endmodule
module immediate_generator #()(
    input [2:0] imm_sel,
    input [31:0] inst,
    output reg [31:0] imm
);
    always @ (*) begin
        case(imm_sel) 
            0: imm = {{20{inst[31]}}, inst[31:20]};
            1: imm = {{20{inst[31]}}, inst[31:25], inst[11:7]};
            2: imm = {{20{inst[31]}}, inst[7], inst[30:25], inst[11:8], 1'b0};
            3: imm = {{12{inst[31]}}, inst[19:12], inst[20], inst[30:21], 1'b0};
            4: imm = {inst[31:12], 12'b0};
            default: imm = 32'b0;
        endcase
    end
endmodule
File: design/flow/run.sh
#!/bin/bash
# OpenROAD 26Q1-2900-gdf79404cd8, Yosys 0.63+post, stock flow scripts
make -C /OpenROAD-flow-scripts/flow DESIGN_CONFIG=/design/flow/config.mk WORK_HOME=/design/flow/orfs finish
File: design/flow/config.mk
export PLATFORM = sky130hd
export DESIGN_NAME = decoder
export DESIGN_NICKNAME = decoder
export VERILOG_FILES = /design/flow/design.v
export SDC_FILE = /design/flow/constraint.sdc
export NUM_CORES = 4
export LEC_CHECK = 1
export CORE_AREA = 10 10 70 70
export DIE_AREA = 0 0 80 80
File: design/flow/constraint.sdc
current_design decoder

set clk_period 4.0
set clk_io_pct 0.2

create_clock -name clk0 -period $clk_period

set non_clock_inputs [all_inputs -no_clocks]
set_input_delay [expr $clk_period * $clk_io_pct] -clock clk0 $non_clock_inputs
set_output_delay [expr $clk_period * $clk_io_pct] -clock clk0 [all_outputs]
==> qor.log <==
INFO  drt            vias_per_cell=4.26
INFO  floorplan      die_width=80um
INFO  floorplan      dieHeight=80um
INFO  drt            detailedRoute.firstIterationViolations=16
INFO  power_and_ir_drop seqPwrFrac=0%
INFO  power_and_ir_drop power.switching_fraction=29.6%
INFO  floorplan      core.rowCount=21
INFO  placed_design  place_worst_setup_slack=0.410ns
INFO  sta            setup_violations=0
INFO  cts            cts_repair_resize_count=0
INFO  final_layout   fillCellCount=357
INFO  global_routing track_usage=8.64%
INFO  synth          netlist_area=774um2
INFO  sta            timing.final.crit_share=89.6%
INFO  critical_path  critical_path_arrival=2.78ns
INFO  synth          synth-seq-area-share=0%
INFO  global_routing grt_max_degree=20
INFO  power_and_ir_drop power_per_cell_area=109nW/um2
INFO  sta            max-slew-margin-rel=62.6%
INFO  sta            hold_viol_final=0
INFO  final_layout   share_of_layout_cells_above_drive_strength_1=3.82%
INFO  power_and_ir_drop combPwrFrac=100.0%
INFO  power_and_ir_drop clkPwrFrac=0%
INFO  final_layout   register_area=0um2
INFO  floorplan      initCoreUtil=22.7%
INFO  power_and_ir_drop power=0.154mW
INFO  critical_path  crit_path_max_fanout=9
INFO  synth          syn_avg_cell_area=7.04um2
INFO  power_and_ir_drop power_leakage=0.577nW
INFO  synth          ys_area=774um2
INFO  hold_path      min_path_cells=0
INFO  final_layout   clockBufferCount=0
INFO  drt            count_of_inserted_antenna_diode_cells=0
INFO  drt            drt_pre_antenna_iters=2
INFO  sta            fin_setup_tns=0ns
INFO  synth          post_synthesis_cell_type_count=18
INFO  drt            drt_wl_total=3.06mm
INFO  floorplan      core_area=3420um2
INFO  critical_path  critical_path_required=3.20ns
INFO  cts            post-cts-setup-buffer-count=0
INFO  synth          syn-instance-count=110
INFO  sta            layout_min_cycle_time=3.58ns
INFO  global_routing grt_antenna_before_repair=0
INFO  drt            dr_total_vias=865
INFO  floorplan      pin_count=104
INFO  placed_design  gpl_congestion=0.716
INFO  synth          ys_cells=110
INFO  critical_path  worst_setup_path_end_kind=output pin
INFO  final_layout   final_design_area_excluding_fillers=1420um2
INFO  final_layout   area_growth_syn_to_layout=83.0%
INFO  sta            final_critical_path_setup_slack=0.418ns
INFO  final_layout   post-route-util=41.5%
INFO  drt            drt.antenna.violating_nets=0
INFO  final_layout   flops=0
INFO  power_and_ir_drop switching_power=0.0456mW
INFO  sta            grt_setup_unrepaired=false
INFO  synth          synth_warnings=2
INFO  hold_path      destination_of_the_worst_hold_path=opcode[0]
INFO  power_and_ir_drop ir_drop=0.0480mV
INFO  global_routing grt_remaining_overflow=0
INFO  hold_path      hold_path_startpoint=inst[0]
INFO  global_routing first_global_vias=940
INFO  global_routing grt_first_pass_wirelength=4.64mm
INFO  drt            final_routed_wire_length_divided_by_cell_count=15.1um
INFO  floorplan      chip_area=6400um2
INFO  placed_design  placed_cell_area=1420um2
INFO  critical_path  critical_path.startpoint_type=primary input
INFO  placed_design  post-dp-hpwl=2.58mm
INFO  sta            max_slew.worst_pin.slew=0.560ns
INFO  power_and_ir_drop internal_power=0.108mW
INFO  hold_path      min-delay-path-class=in -> out
INFO  sta            slew_violations=0
INFO  outcome        status=complete, no violations
INFO  run            tool_warnings=32
INFO  cts            cts_hold_buf=0
INFO  run            maxCapViolCount=0
INFO  drt            drcViolationCount=0
INFO  sta            fmaxAchievable=279MHz
INFO  placed_design  port_buffers=90
INFO  critical_path  criticalPathCategory=in -> out
[how the worst max path moves through the flow]
stage / from / end / slack (ns) / depth (start not counted)
after global routing: imm_sel[1] / imm[15] / 0.27 / 5
after CTS: imm_sel[1] / imm[19] / 0.39 / 5
final: imm_sel[1] / imm[19] / 0.42 / 5
[final cells by class]
type,instances,area [um2],area share (%)
Tap cell,46,57.6,4.06
Timing Repair Buffer,94,931,65.7
Inverter,1,3.75,0.265
Multi-Input combinational cell,62,425,30.0
[cells by family after synthesis]
kind of cell | after synthesis | share of synthesized area (%)
xor gates and xnor gates | 1 | 3.55
muxes | 6 | 7.75
AOI/OAI and AO/OA | 37 | 29.2
and+or+nand+nor | 18 | 14.4
buffers and inverters | 48 | 45.1
[placed cells by master (no fill, tap or decap)]
| cell type | synthesis | layout |
|---|---|---|
| a211oi_1 | 1 | 1 |
| a21o_1 | 10 | 10 |
| a21oi_1 | 16 | 16 |
| a31o_1 | 1 | 1 |
| and2_1 | 2 | 2 |
| buf_4 | 40 | 4 |
| clkdlybuf4s50_1 | 0 | 90 |
| inv_1 | 1 | 1 |
| mux2i_1 | 6 | 6 |
| nor2_1 | 5 | 5 |
| nor2b_1 | 9 | 9 |
| nor3_1 | 1 | 1 |
| nor3b_4 | 1 | 1 |
| o21ai_0 | 1 | 1 |
| o22ai_1 | 8 | 8 |
| xor2_4 | 1 | 1 |
[stage by stage]
step,hold slack [ns],std cells
global route,1.60,203
global placement,1.60,203
detailed placement,1.60,203
finish,1.60,203
CTS,1.60,203
floorplan,1.66,110
[routing by layer]
layer | part of all wire (%) | vias to the layer above | track usage (%)
met2 | 42 | 59 | 14.2
met5 | 0 | - | 0
li1 | - | 441 | -
met3 | 16 | 0 | 5.23
met4 | 0 | 0 | 0
met1 | 42 | 365 | 9.98
[critical path: stages]
cell             delay, ns
clkdlybuf4s50_1       0.63
nor2b_1               0.56
a21oi_1               0.15
o22ai_1               0.16
clkdlybuf4s50_1       0.49
[synthesized netlist by cell type, drive strengths merged]
library cell,count,area (um2)
clkbuf,2,7.51
inv,1,3.75
o21ai,1,5.00
buf,45,338
mux2i,6,60.1
a31o,1,8.76
nor2,5,18.8
a21oi,16,80.1
nor3b,1,18.8
a21o,10,75.1
a211oi,1,7.51
nor2b,9,56.3
xor2,1,27.5
and2,2,12.5
o22ai,8,50.1
nor3,1,5.00
[power by group through the flow]
stage	clock network (mW)	registers (mW)	logic [mW]
4_1_cts	0	0	0.158
5_1_grt	0	0	0.169
6_report	0	0	0.154
No activity file was given, so power comes from the tool's default toggle rates.
