<file path="flow/run.sh">
#!/bin/bash
# OpenROAD 26Q1-2900-gdf79404cd8, Yosys 0.63+post, stock flow scripts
make -C /OpenROAD-flow-scripts/flow DESIGN_CONFIG=/design/flow/config.mk WORK_HOME=/design/flow/orfs finish
</file>
<file path="flow/config.mk">
export PLATFORM = sky130hd
export DESIGN_NAME = write_back
export DESIGN_NICKNAME = write_back
export VERILOG_FILES = /design/flow/design.v
export SDC_FILE = /design/flow/constraint.sdc
export NUM_CORES = 4
export LEC_CHECK = 1
export CORE_AREA = 10 10 80 80
export DIE_AREA = 0 0 90 90
</file>
<file path="flow/constraint.sdc">
current_design write_back

set clk_period 5.3
set clk_io_pct 0.2

create_clock -name clk0 -period $clk_period

set non_clock_inputs [all_inputs -no_clocks]
set_input_delay [expr $clk_period * $clk_io_pct] -clock clk0 $non_clock_inputs
set_output_delay [expr $clk_period * $clk_io_pct] -clock clk0 [all_outputs]
</file>
<file path="flow/design.v">
module write_back #()(
    input [1:0] wb_sel,
    input [31:0] pc,
    input [31:0] dmem_data_out,
    input [31:0] alu_out,
    output reg [31:0] wb_out
);
    always @ (*) begin
        case(wb_sel)
            0: wb_out = pc + 4;
            2: wb_out = dmem_data_out;
            1: wb_out = alu_out;
            default: wb_out = 32'b0;
        endcase
    end
endmodule
</file>
==> flow_summary.toml <==
# yosys + openroad results
[routing]
top_layer_used = "met4"
drcViolationCount = 0
totalWireLength_um = 6060
num_vias = 1703
route.met3.wl_um = 315
route.met2.wl_um = 2988
wire_per_inst_um = 16.38
routed_via_density = 4.603
first_pass_iters = 4
wl_met1_um = 2712
drt_iter0_drc = 59
ant_nets = 0
insertedDiodeCount = 0

[final_timing]
tns_ps = 0
worst_pin_slew_ps = 547.1
layout_min_cycle_time_ps = 4551
slew_violations = 0
finalHoldViolCount = 0
rsz0062_at_grt = "no"
finalClockPeriodUsage_pct = 85.88
finalSetupViolCount = 0
setup_ws_ps = 748.5
slew_headroom_pct = 63.25
fmax_ghz = 0.2197
hold_ws_ps = 3013

[clock_tree]
cts_resized = 0
postCtsSetupRepairBufs = 0
ctsHoldBuffers = 0

[placement]
dp_slack_ps = 737.9
dp_hpwl_um = 5243
placedCellCount = 370
gp_congestion = 0.8677
dpl_cell_area_um2 = 2490
port-buffer-count = 130

[grt]
grt_max_degree = 23
grt_overflow_total = 0
grt_pass1_wl_um = 9880
grt_pass1_vias = 1799
grt_usage_pct = 14.55
grt_antenna_before_repair = 0

[synth]
ys_types = 24
syn-cell-area_um2 = 1112
yosys_area_um2 = 1112
synthCells = 180
synth.avg_cell_area_um2 = 6.180
yosys_warnings = 1
synth_seq_share_pct = 0
synth_stat.cells = 180

[finish]
seq_cells = 0
nClkBuffers = 0
drive_gt1_share_pct = 4.950
fill_cells = 476
fin_cells = 370
lay_top_count = "clkdlybuf4s50_1"
fin_util_pct = 52.72
lay_top_cells = "clkdlybuf4s50_1 (130), nand2_1 (23), a22oi_1 (22), o21ai_0 (22), xor2_1 (20)"
area_growth_pct = 123.8
stdcell_area_um2 = 2490
flop_area_um2 = 0

[power]
irDropWorstVdd_mv = 0.03319
finalPower_uw = 179.7
pwr-share-comb_pct = 100.0
switchingPower_uw = 57.26
p_sw_share_pct = 31.87
power_frac_seq_pct = 0
intPower_uw = 122.4
p_per_area_nw_per_um2 = 72.17
power.share.clock_pct = 0
p_leak_nw = 0.8757

[run_status]
outcome = "completed"

[setup_path]
start_kind = "input pin"
end_kind = "output port"
crit_required_ps = 4240
crit_type = "in -> out"
path_max_fanout = 7
cp.arrival_ps = 3490

[die]
num_rows = 25
die_w_um = 90
io_pins = 130
die_area_um2 = 8100
fp_util_pct = 23.55
die-height_um = 90
core_region_area_um2 = 4723

[min_path]
whs_endpoint = "wb_out[7]"
min_path_type = "in -> out"
min_from = "dmem_data_out[7]"
whs_path_depth = 4

[flow_run]
drv_cap = 0
warnings = 32
[critical path: stages]
cell	delay, ps
clkdlybuf4s50_1	540
ha_1	240
nand4_2	180
nor4_4	530
nand4_1	170
xor2_1	180
o21ai_2	100
clkdlybuf4s50_1	490
[Yosys cell counts]
cell	instances	area [µm²]
nand4_2	2	25.02
or2_2	2	12.51
o21ai_2	2	17.52
inv_1	3	11.26
mux2i_1	4	40.04
nand4_1	8	50.05
buf_1	1	3.750
nor3_2	1	10.01
o21ai_0	22	110.1
a21oi_1	6	30.03
nand3_1	15	75.07
nor3_1	3	15.01
xnor2_1	8	70.07
nor2_1	10	37.54
o21ai_1	8	40.04
ha_1	1	12.51
xor2_1	20	175.2
nand2_1	23	86.33
nor2b_1	2	12.51
buf_2	1	5.000
nor4_4	2	42.54
and3_1	5	31.28
clkbuf_1	9	33.78
a22oi_1	22	165.2
[worst max-delay path by stage]
stage	start	endpoint	slack, ps
CTS	pc[2]	wb_out[28]	740
global route	pc[2]	wb_out[26]	570
finish	pc[2]	wb_out[30]	750
[power groups by stage]
stage	Sequential (mW)	Clock, mW	Combinational (mW)
CTS	0	0	0.182
global route	0	0	0.196
finish	0	0	0.180
[cell type report]
type / count / area [µm²] / area share (%)
inverters: 3 / 11.26 / 0.4523
multi-input cells: 166 / 1064 / 42.71
well taps: 67 / 83.83 / 3.367
repair buffers: 134 / 1331 / 53.47
[kinds of logic after synthesis]
group | count (synthesis) | synth area share, %
xor gates and xnor gates | 28 | 22.05
AOI/OAI and AO/OA | 60 | 32.62
adders and majority gates | 1 | 1.125
muxes | 4 | 3.600
and+or+nand+nor | 73 | 35.77
buffers and inverters | 14 | 4.836
[metal layers]
layer  vias to the layer above  GRT usage (%)
li1                        914              -
met1                       729          18.69
met2                        58          25.79
met3                         2          2.598
met4                         0         0.7958
met5                         -              0
Power is estimated from default activity; no workload was simulated.
